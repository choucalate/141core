### design/flow/run.sh
#!/bin/bash
# OpenROAD 26Q1-2900-gdf79404cd8, Yosys 0.63+post, stock flow scripts
make -C /OpenROAD-flow-scripts/flow DESIGN_CONFIG=/design/flow/config.mk WORK_HOME=/design/flow/orfs finish
### design/flow/config.mk
export PLATFORM = sky130hd
export DESIGN_NAME = reg_file
export DESIGN_NICKNAME = reg_file
export VERILOG_FILES = /design/flow/design.v
export SDC_FILE = /design/flow/constraint.sdc
export NUM_CORES = 4
export LEC_CHECK = 1
export CORE_UTILIZATION = 30
### design/flow/constraint.sdc
current_design reg_file

set clk_period 30.6
set clk_io_pct 0.2

create_clock -name clk0 -period $clk_period [get_ports {clk}]

set non_clock_inputs [all_inputs -no_clocks]
set_input_delay [expr $clk_period * $clk_io_pct] -clock clk0 $non_clock_inputs
set_output_delay [expr $clk_period * $clk_io_pct] -clock clk0 [all_outputs]
### design/flow/design.v
module reg_file #(parameter NUM_REGS = 6,
                  addr_width_p = 6,
                  DATA_WIDTH=32)
                (input clk
                ,input [addr_width_p-1:0] rs_addr_i
                ,input [addr_width_p-1:0] rd_addr_i
                ,input wen_i
                ,input [DATA_WIDTH-1:0] write_data_i
                ,output [DATA_WIDTH-1:0] rs_val_o
                ,output [DATA_WIDTH-1:0] rd_val_o
                );
logic [DATA_WIDTH-1:0] RF [2**addr_width_p];
assign rs_val_o = RF [rs_addr_i];
assign rd_val_o = RF [rd_addr_i];
always_ff @ (posedge clk)
  if (wen_i)
    RF [rd_addr_i] <= write_data_i;
endmodule
==> impl_metrics.py <==
# Physical implementation metrics
metrics = {
    "sta": {
        "max_slew_margin": 0.3230,
        "finalCritPeriodShare": 0.5767,
        "hold_slack_ns": 5.853,
        "tns_ns": 0,
        "max_slew.worst_pin.slew_ns": 1.016,
        "rsz0062_at_grt": "false",
        "setup_viol": 0,
        "fmax_mhz": 56.67,
        "min_period_ns": 17.65,
        "hold_violations": 0,
        "slew_violations": 0,
    },
    "placed_design": {
        "place_hpwl_mm": 232.1,
        "routabilityCongestion": 0.9680,
        "portBuffers": 109,
    },
    "synthesis": {
        "flop_cell": "edfxtp_1",
        "ys_async_sr_fraction": 0,
        "syn_area_sq_um": 94660,
        "ys_types": 71,
        "syn_area_per_cell_sq_um": 17.83,
        "synth-seq-cells": 2048,
        "edf_count": 2048,
        "synth_cells": 5308,
        "ys_cells": 5308,
        "ys_warn_count": 1,
        "ys_area_sq_um": 94660,
        "yosysSeqAreaShare": 0.6497,
    },
    "finish": {
        "top_regs": "RF: 2048 flops",
        "fillers": 28851,
        "largest_reg_flops": 2048,
        "regMostFlops": "RF",
        "drive_gt1_frac": 0.2849,
        "syn_to_final_growth_pct": 14.85,
    },
    "drt": {
        "wl_per_cell_um": 39.94,
        "avgViaCountPerCell": 6.196,
        "vias": 61113,
        "drt_wl_total_mm": 394.0,
        "first_iter_violations": 5119,
        "ant_nets": 0,
        "drc_errors": 0,
        "first_pass_iters": 6,
    },
    "setup_path": {
        "worst-path-max-fanout": 54,
        "required_ns": 24.48,
        "setup.worst_path.start_class": "primary input",
        "path_class": "primary input to output port",
        "cp-end-kind": "output port",
        "worstPathArrival_ns": 11.53,
    },
    "flow_run": {
        "cap_violations": 0,
        "tool_warnings": 27,
    },
    "power_and_ir_drop": {
        "seqPwrFrac": 0.490,
        "power_density_nw_per_um2": 58.44,
        "switchingPower_mw": 1.520,
        "clkPwrFrac": 0.417,
        "combPwrFrac": 0.092,
        "p_leak_nw": 33.88,
        "ir_drop_v": 0.00005432,
        "p_int_mw": 4.833,
        "sw_frac_of_total": 0.2392,
    },
    "floorplan": {
        "coreArea_sq_um": 312900,
        "fp.dieH_um": 563.7,
        "chipArea_sq_um": 317800,
        "fp_util": 0.3025,
        "dieWidth_um": 563.7,
        "row_count": 205,
        "io_pins": 110,
    },
    "clocking": {
        "cts_tree": "built",
        "holdBufCountCts": 0,
        "ctsLongestPathBuffers": 3,
        "cts.repair.resized": 0,
        "cts.reportedPaths.clkPinSlew_ns": 0.07,
        "clockRootBuffer": "clkbuf_16",
        "numCtsBuffers": 210,
        "htree_levels": 4,
        "clock-sinks": 2048,
        "cts_setup_buffers": 0,
    },
    "min_path": {
        "worstHoldPathCells": 2,
        "whs_endpoint": "RF[36][11]$_DFFE_PP_",
        "hold_path_startpoint": "write_data_i[11]",
        "hold_path_class": "primary input to flop",
    },
    "global_route": {
        "grt_pass1_vias": 66218,
        "grt_max_degree": 85,
        "grt_pass1_wl_mm": 533.8,
        "antenna_found_initial": 35,
        "grt.overflow.total": 0,
        "grt.total_usage": 0.2646,
    },
    "status": {
        "status": "finished clean",
    },
}
layout by cell type (no fill, tap or decap), types with 33 or more instances in the layout:
cell type        Yosys  layout
mux2_2             140     140
a211oi_1            36      36
a21oi_1            180     180
clkbuf_1           144      35
buf_2              190      33
buf_4               55     324
mux4_2             679     679
o21ai_0            169     169
clkinv_1             0      52
nor2_4               0      71
a22oi_1            157     157
o221ai_1            43      43
nor2_1             202     131
clkbuf_16            0     210
a22o_1              70      70
clkdlybuf4s50_1      0      69
nand2_1            139     137
edfxtp_1          2048    2048
mux2i_1            311     311
o22ai_1            111     111
a221oi_1           229     229
clkinv_2             0      38
diode_2              0      42
a221o_1             47      47
through the flow:
stage	std cells	area [sq um]	power, mW	worst slack [ns]	util
2_1_floorplan	5308	94660	3.472	16.55	-
3_3_place_gp	9429	101600	3.742	12.75	0.3246
3_5_place_dp	9429	101600	3.745	12.82	0.3246
4_1_cts	9822	108600	6.355	12.80	0.3471
5_1_grt	9845	108700	6.485	12.55	0.3473
6_report	9864	108700	6.353	12.95	0.3474
power groups by stage:
stage / Combinational, mW / Sequential, mW / Clock, mW
finish: 0.587 / 3.11 / 2.65
CTS: 0.574 / 3.11 / 2.67
global route: 0.608 / 3.12 / 2.76
logic make-up (layout without fill, tap and decap cells):
kind of cell,after synthesis,after routing,synth area share
AND-OR/OR-AND,1149,1149,0.08756
buffers and inverters,459,833,0.02537
flip-flops,2048,2048,0.6497
multiplexers,1138,1138,0.2124
other,0,42,0
AND/OR/NAND/NOR,514,514,0.02496
critical path, cell delays in order:
cell and delay, ns:
buf_8 0.44, buf_4 0.70, buf_4 0.61, buf_4 0.59, buf_4 0.62, mux4_2 0.35
o22ai_1 0.10, a211oi_1 0.29, nor2_1 0.10, a221oi_1 0.81, clkdlybuf4s50_1 0.64
Yosys cell counts, types with 7 or more instances:
| cell | n | area (sq um) |
|---|---|---|
| a211o_1 | 7 | 61.31 |
| a211oi_1 | 36 | 270.3 |
| a21oi_1 | 180 | 900.9 |
| a221o_1 | 47 | 470.5 |
| a221oi_1 | 229 | 2006 |
| a222oi_1 | 14 | 140.1 |
| a22o_1 | 70 | 613.1 |
| a22oi_1 | 157 | 1179 |
| a31oi_1 | 19 | 118.9 |
| and2_1 | 7 | 43.79 |
| and3_1 | 15 | 93.84 |
| buf_1 | 38 | 142.6 |
| buf_2 | 190 | 950.9 |
| buf_4 | 55 | 412.9 |
| buf_6 | 23 | 259.0 |
| clkbuf_1 | 144 | 540.5 |
| edfxtp_1 | 2048 | 61500 |
| mux2_2 | 140 | 1577 |
| mux2i_1 | 311 | 3113 |
| mux4_2 | 679 | 15290 |
| nand2_1 | 139 | 521.8 |
| nand2b_1 | 15 | 93.84 |
| nand3_1 | 26 | 130.1 |
| nand4_1 | 13 | 81.33 |
| nor2_1 | 202 | 758.2 |
| nor2b_1 | 22 | 137.6 |
| nor3_1 | 18 | 90.09 |
| o211ai_1 | 12 | 90.09 |
| o21ai_0 | 169 | 845.8 |
| o221ai_1 | 43 | 376.6 |
| o22ai_1 | 111 | 694.4 |
| o2bb2ai_1 | 12 | 105.1 |
| or2_2 | 9 | 56.30 |
| or3_1 | 10 | 62.56 |
| or4_1 | 11 | 82.58 |
metal layers:
layer,vias up,track usage,part of all wire
met4,116,0.1590,0.074
met1,30067,0.2266,0.26
li1,23296,-,-
met2,6206,0.3518,0.42
met5,-,0.09167,0.0091
met3,1428,0.2812,0.24
worst max-delay path by stage:
stage                start           end  slack, ns
CTS           rs_addr_i[0]  rs_val_o[10]      12.80
global route  rs_addr_i[0]  rs_val_o[10]      12.55
finish        rs_addr_i[0]  rs_val_o[10]      12.95
cell type report:
type | count | area, sq um | area share
diodes | 42 | 105.1 | 0.0009667
clock buffers | 245 | 5386 | 0.04955
clock inverters | 148 | 1659 | 0.01526
inverters | 4 | 25.02 | 0.0002302
multi-input cells | 2801 | 31410 | 0.2889
flip-flops and latches | 2048 | 61500 | 0.5657
well taps | 4140 | 5180 | 0.04765
repair buffers | 436 | 3450 | 0.03173
Power figures rest on the tool's default switching activity, not on a simulated workload.
